**config.mk**
```make
export PLATFORM = sky130hd
export DESIGN_NAME = cacheline_adaptor
export DESIGN_NICKNAME = cacheline_adaptor
export VERILOG_FILES = /design/flow/design.v
export SDC_FILE = /design/flow/constraint.sdc
export NUM_CORES = 4
export LEC_CHECK = 1
export CORE_AREA = 10 10 342 342
export DIE_AREA = 0 0 352 352
export SYNTH_HDL_FRONTEND = slang
```
**constraint.sdc**
```tcl
current_design cacheline_adaptor

set clk_period 7.7
set clk_io_pct 0.2

create_clock -name clk0 -period $clk_period [get_ports {clk}]

set non_clock_inputs [all_inputs -no_clocks]
set_input_delay [expr $clk_period * $clk_io_pct] -clock clk0 $non_clock_inputs
set_output_delay [expr $clk_period * $clk_io_pct] -clock clk0 [all_outputs]
```
**design.v**
```verilog
interface bmem_itf(
    input   bit         clk,
    input   bit         rst
);
    logic   [31:0]      addr;
    logic               read;
    logic               write;
    logic   [63:0]      rdata;
    logic   [63:0]      wdata;
    logic               resp;
    bit                 error = 1'b0;
    modport dut (
        input           clk,
        input           rst,
        output          addr,
        output          read,
        output          write,
        input           rdata,
        output          wdata,
        input           resp
    );
    modport mem (
        input           clk,
        input           rst,
        input           addr,
        input           read,
        input           write,
        output          rdata,
        input           wdata,
        output          resp,
        output          error
    );
    modport mon (
        input           clk,
        input           rst,
        input           addr,
        input           read,
        input           write,
        input           rdata,
        input           wdata,
        input           resp,
        output          error
    );
endinterface
interface cache_itf(
    input   bit         clk,
    input   bit         rst
);
    logic   [31:0]      addr;
    logic               read;
    logic               write;
    logic   [31:0]      wmask;
    logic   [255:0]     rdata;
    logic   [255:0]     wdata;
    logic               resp;
    bit                 error = 1'b0;
    modport dut (
        input           clk,
        input           rst,
        output          addr,
        output          read,
        output          write,
        output          wmask,
        input           rdata,
        output          wdata,
        input           resp
    );
    modport mem (
        input           clk,
        input           rst,
        input           addr,
        input           read,
        input           write,
        input           wmask,
        output          rdata,
        input           wdata,
        output          resp,
        output          error
    );
    modport mon (
        input           clk,
        input           rst,
        input           addr,
        input           read,
        input           write,
        input           wmask,
        input           rdata,
        input           wdata,
        input           resp,
        output          error
    );
endinterface
interface mon_itf(
    input   bit             clk,
    input   bit             rst
);
            logic           valid;
            logic   [63:0]  order;
            logic   [31:0]  inst;
            logic           halt;
            logic   [4:0]   rs1_addr;
            logic   [4:0]   rs2_addr;
            logic   [31:0]  rs1_rdata;
            logic   [31:0]  rs2_rdata;
            logic           load_regfile;
            logic   [4:0]   rd_addr;
            logic   [31:0]  rd_wdata;
            logic   [31:0]  pc_rdata;
            logic   [31:0]  pc_wdata;
            logic   [31:0]  mem_addr;
            logic   [3:0]   mem_rmask;
            logic   [3:0]   mem_wmask;
            logic   [31:0]  mem_rdata;
            logic   [31:0]  mem_wdata;
            bit             error = 1'b0;
endinterface
package pcmux;
typedef enum bit [1:0] {
    pc_plus4  = 2'b00
    ,alu_out  = 2'b01
    ,alu_mod2 = 2'b10
} pcmux_sel_t;
endpackage
package marmux;
typedef enum bit {
    pc_out = 1'b0
    ,alu_out = 1'b1
} marmux_sel_t;
endpackage
package cmpmux;
typedef enum bit {
    rs2_out = 1'b0
    ,i_imm = 1'b1
} cmpmux_sel_t;
endpackage
package alumux;
typedef enum bit {
    rs1_out = 1'b0
    ,pc_out = 1'b1
} alumux1_sel_t;
typedef enum bit [2:0] {
    i_imm    = 3'b000
    ,u_imm   = 3'b001
    ,b_imm   = 3'b010
    ,s_imm   = 3'b011
    ,j_imm   = 3'b100
    ,rs2_out = 3'b101
} alumux2_sel_t;
endpackage
package regfilemux;
typedef enum bit [3:0] {
    alu_out   = 4'b0000
    ,br_en    = 4'b0001
    ,u_imm    = 4'b0010
    ,lw       = 4'b0011
    ,pc_plus4 = 4'b0100
    ,lb        = 4'b0101
    ,lbu       = 4'b0110   
    ,lh        = 4'b0111
    ,lhu       = 4'b1000   
} regfilemux_sel_t;
endpackage
package rv32i_types;
import pcmux::*;
import marmux::*;
import cmpmux::*;
import alumux::*;
import regfilemux::*;
typedef logic [31:0] rv32i_word;
typedef logic [4:0] rv32i_reg;
typedef logic [3:0] rv32i_mem_wmask;
typedef enum bit [6:0] {
    op_lui   = 7'b0110111,  
    op_auipc = 7'b0010111,  
    op_jal   = 7'b1101111,  
    op_jalr  = 7'b1100111,  
    op_br    = 7'b1100011,  
    op_load  = 7'b0000011,  
    op_store = 7'b0100011,  
    op_imm   = 7'b0010011,  
    op_reg   = 7'b0110011,  
    op_csr   = 7'b1110011   
} rv32i_opcode;
typedef enum bit [2:0] {
    beq  = 3'b000,
    bne  = 3'b001,
    blt  = 3'b100,
    bge  = 3'b101,
    bltu = 3'b110,
    bgeu = 3'b111
} branch_funct3_t;
typedef enum bit [2:0] {
    lb  = 3'b000,
    lh  = 3'b001,
    lw  = 3'b010,
    lbu = 3'b100,
    lhu = 3'b101
} load_funct3_t;
typedef enum bit [2:0] {
    sb = 3'b000,
    sh = 3'b001,
    sw = 3'b010
} store_funct3_t;
typedef enum bit [2:0] {
    add  = 3'b000,  
    sll  = 3'b001,
    slt  = 3'b010,
    sltu = 3'b011,
    axor = 3'b100,
    sr   = 3'b101,  
    aor  = 3'b110,
    aand = 3'b111
} arith_funct3_t;
typedef enum bit [2:0] {
    alu_add = 3'b000,
    alu_sll = 3'b001,
    alu_sra = 3'b010,
    alu_sub = 3'b011,
    alu_xor = 3'b100,
    alu_srl = 3'b101,
    alu_or  = 3'b110,
    alu_and = 3'b111
} alu_ops;
endpackage : rv32i_types
module cacheline_adaptor
(
    input clk,
    input reset_n,
    input logic [255:0] line_i,
    output logic [255:0] line_o,
    input logic [31:0] address_i,
    input read_i,
    input write_i,
    output logic resp_o,
    input logic [63:0] burst_i,
    output logic [63:0] burst_o,
    output logic [31:0] address_o,
    output logic read_o,
    output logic write_o,
    input resp_i
);
logic [1:0] state;
logic [3:0] i;
logic done;
assign address_o = address_i;
assign burst_o = line_i[64*i+:64];
always @ (posedge clk or negedge reset_n) begin
    if(~reset_n) begin
        state <= 2'b00;
        line_o <= 256'b0;
        resp_o <= 1'b0;
        read_o <= 1'b0;
        write_o <= 1'b0;
        i <= 4'b0;
    end
    else begin
        case(state)
            2'b00: begin
                if (write_i) begin
                    state <= 2'b10;
                    i <= 4'b0;
                end
                if (read_i) begin
                    state <= 2'b01;
                    i <= 4'b0;
                end
            end
            2'b01: begin
                if(i<4) begin
                    read_o <= 1'b1;
                    if(resp_i) begin
                        line_o[64*i+:64] <= burst_i;
                        i <= i + 1'b1;
                    end
                    if(i==3) begin
                        read_o <= 1'b0;
                    end
                end
                else if(i==4) begin
                    resp_o <= 1'b1;
                    i <= i + 1'b1;
                end
                else begin
                    resp_o <= 1'b0;
                    i <= 4'b0;
                    state <= 2'b00;
                end
            end
            2'b10: begin
                if(i<4) begin
                    write_o <= 1'b1;
                    if(resp_i) begin
                        i <= i + 1'b1;
                    end
                    if(i==3) begin
                        write_o <= 1'b0;
                    end
                end
                else if(i==4) begin
                    resp_o <= 1'b1;
                    i <= i + 1'b1;
                end
                else begin
                    resp_o <= 1'b0;
                    i <= 4'b0;
                    state <= 2'b00;
                end
            end
            default: begin
                state <= 2'b00;
            end
        endcase
    end
end
endmodule : cacheline_adaptor
```
**run.sh**
```bash
#!/bin/bash
# OpenROAD 26Q1-2900-gdf79404cd8, Yosys 0.63+post, stock flow scripts
make -C /OpenROAD-flow-scripts/flow DESIGN_CONFIG=/design/flow/config.mk WORK_HOME=/design/flow/orfs finish
```
==> deck_impl_summary.md <==
Run Summary

Outcome
  • Status: completed

STA
  • Least-Margin Pin Slew: 0.684 ns
  • Slew margin rel.: 54.4%
  • Final worst path period share: 62.4%
  • Hold slack: 0.503 ns
  • Final setup violation count: 0
  • Final Max Slew Viols: 0
  • Final Skew: 0.0220 ns
  • F_max: 0.208 GHz
  • Final hold vios: 0
  • Min Tclk post-route: 4.80 ns
  • RSZ-0062 raised after global routing: no
  • TNS Setup: 0 ns

Setup path
  • Worst Path Arrival: 3.26 ns
  • Crit-path cells: clkdlybuf4s50_1 > mux4_2 > and2_1 > clkdlybuf4s50_1
  • Delay-heaviest family, CP: buffers and inverters
  • Worst R2R Start: i[1]
  • Flop-to-flop setup slack: 3.81 ns
  • Worst path most repeated cell: clkdlybuf4s50_1
  • Crit-path max cell delay: 0.58 ns
  • Crit end category: output pin
  • Max FO, Critical Path: 1
  • Type of origin of the critical path: input port
  • WS Path Type: in2out
  • CP bufs+invs: 2
  • Worst r2r dst: line_o[130]
  • Worst reg2reg path depth: 9
  • Worst endpoint required time: 6.16 ns
  • Crit path max-delay cell type: mux4_2

Route
  • Routed wire per std cell: 21.1 um
  • Final wirelength: 63100 um
  • First-pass iteration count of the detailed router: 4
  • Vias post-DR: 9647
  • Remaining DRCs: 0
  • Remaining antenna violation count: 0
  • DR vias/cell: 3.23
  • Starting DRT DRC Count: 361

Hold path
  • Hold WC Path Type: reg2reg
  • Hold EP: line_o[40]
  • Hold_sp: line_o[40]
  • Hold path depth: 1

Final layout
  • Share of layout cells above drive strength 1: 24.5%
  • End-of-flow core utilization: 20.4%
  • Most common logic cell in the routed design: clkdlybuf4s50_1
  • Area grow syn2layout: 67.1%
  • Dominant logic cell types in the final layout: clkdlybuf4s50_1, dfrtp_1, mux2_4
  • Fillers: 11700

Yosys
  • Simple Share, Synth: 5.48%
  • Comb area leader: multiplexers
  • FF+latch count, synth: 266
  • Mapped Cells: 860
  • Xor/xnor share: 0%
  • Mean post-synth cell area: 15.5 um^2
  • Area fraction in mux cells: 36.8%
  • Ys cells: 860
  • Synthesized area: 0.0133 mm^2
  • Adder Area Share: 0.282%
  • Compound Share, Synth: 0.771%
  • Main area contributors: dfrtp_1, mux2_4, mux4_2
  • Synth async-reset ratio: 100%
  • Yosys stat chip area: 0.0133 mm^2
  • Synth warnings: 0
  • Ys flop type: dfrtp_1
  • Max-area cell share: 49.9%
  • Distinct cells, synth: 37
  • Seq share, synth: 50.1%
  • Count of library flops with an enable pin: 0
  • Yosys top cell by area: dfrtp_1

Placed design
  • Gpl congestion: 0.879
  • Number of port buffers: 647
  • Post-DP HPWL: 51600 um

Die
  • Io pins: 712
  • Die width: 352 um
  • Die H: 352 um
  • Die area: 0.124 mm^2
  • Row cnt: 121
  • Starting Density: 12.2%
  • Core Box Area: 0.109 mm^2

GRT
  • Largest net degree at the start of global routing: 85
  • Grt total ovfl: 0
  • Gr usage total: 9.98%
  • First-pass GRT wire length: 88000 um
  • Initial antenna violation count: 42
  • Number of global-route vias before repair: 10800

Clock network
  • Post-CTS sizing: 0
  • H-tree levels: 1
  • Hold buffer count at CTS: 0
  • CTS Root Cell: clkbuf_16
  • CTS tree: yes
  • CTS max path bufs: 3
  • Post-CTS Setup Bufs: 0
  • Clock buffer count from CTS: 31
  • CTS clk-pin slew, worst paths: 0.06 ns
  • Insertion Delay late pin: 0.59 ns
  • Clock sink total: 266

Power and ir drop
  • Leakage: 9.56 nW
  • Pwr Density: 334 mW/mm^2
  • Peak supply drop: 0.173 mV

Job
  • Tool Warnings: 26
  • Max cap viols: 0
[worst reg2reg max path, stage by stage, from the launching register on]
cell and delay [ns]:
dfrtp_4 0.77, inv_1 0.14, nand3_1 0.11, ha_2 0.26
buf_4 0.23, and2b_1 0.26, nand4_4 0.28, buf_4 0.55
buf_4 0.67, mux2_2 0.49
[stage by stage]
step	cell area, um^2	setup WS [ns]	power (mW)	std cells
floorplan	13300	4.05	3.59	860
global placement	21100	2.90	5.94	2913
detailed placement	21100	2.91	5.94	2913
CTS	22200	2.90	7.60	2971
global route	22200	2.89	7.92	2972
finish	22200	2.90	7.43	2984
[cells in the mapped netlist (2+ instances only)]
library cell / n
clkbuf_1: 14
a22o_1: 3
nand2_1: 41
o21ai_0: 2
nor2_1: 3
buf_4: 34
dfrtp_1: 265
and2_1: 66
mux2_4: 153
buf_12: 7
ha_1: 3
o311ai_0: 2
buf_2: 13
nor2b_1: 3
buf_6: 18
mux2_2: 67
mux2i_1: 40
inv_1: 44
mux4_2: 64
[power breakdown]
part	internal, mW	total [mW]	switching (mW)
registers	1.96	2.33	0.369
logic	2.46	3.52	1.06
clock network	0.965	1.58	0.614
total	5.38	7.43	2.04
[metal layers]
metal | vias up | global-route usage (%) | wire length [um] | share of wire, %
met2 | 516 | 15.4 | 28300 | 45
met5 | - | 0 | 224 | 0.36
met1 | 4714 | 11.5 | 23500 | 37
li1 | 4261 | - | - | -
met3 | 122 | 6.03 | 8670 | 14
met4 | 34 | 2.93 | 2370 | 3.8
[registers in the layout, indices dropped and copies added (netlist names)]
register,cells
state,3
i,4
read_o,1
resp_o,1
line_o,256
write_o,1
[final cells by class]
cell class	count	area (um^2)	share of cell area [%]
clock inverter	17	234	1.05
tap	1476	1850	8.31
inverter	44	165	0.743
antenna	13	32.5	0.146
multi-input combinational	464	5770	26.0
sequential	266	6670	30.0
timing repair buffer	663	6640	29.9
clock buffer	41	873	3.93
[cells by family (layout without fill, tap and decap cells)]
family	count (synthesis)	count (layout)
muxes	324	324
DFF	266	266
buffers and inverters	130	765
and+or+nand+nor	124	124
AOI/OAI and AO/OA	13	13
adders and majority gates	3	3
other	0	13
[worst max path at each step]
stage | from | endpoint | slack, ns | cells after the start
final | line_i[111] | burst_o[47] | 2.90 | 4
after global routing | line_i[111] | burst_o[47] | 2.89 | 4
after CTS | line_i[255] | burst_o[63] | 2.90 | 4
Power figures rest on the tool's default switching activity, not on a simulated workload.
